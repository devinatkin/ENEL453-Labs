--- flow/run.sh ---
#!/bin/bash
# OpenROAD 26Q1-2900-gdf79404cd8, Yosys 0.63+post, stock flow scripts
make -C /OpenROAD-flow-scripts/flow DESIGN_CONFIG=/design/flow/config.mk WORK_HOME=/design/flow/orfs finish
--- flow/config.mk ---
export PLATFORM = sky130hd
export DESIGN_NAME = CRC_Statemachine
export DESIGN_NICKNAME = CRC_Statemachine
export VERILOG_FILES = /design/flow/design.v
export SDC_FILE = /design/flow/constraint.sdc
export NUM_CORES = 4
export LEC_CHECK = 1
export CORE_UTILIZATION = 40
--- flow/constraint.sdc ---
current_design CRC_Statemachine

set clk_period 4.2
set clk_io_pct 0.2

create_clock -name clk0 -period $clk_period [get_ports {CLK}]

set non_clock_inputs [all_inputs -no_clocks]
set_input_delay [expr $clk_period * $clk_io_pct] -clock clk0 $non_clock_inputs
set_output_delay [expr $clk_period * $clk_io_pct] -clock clk0 [all_outputs]
--- flow/design.v ---
module CRC_Statemachine (
    input CLK,
    input RESET_N,
    input [15:0] INPUT_CRC,
    output reg [15:0] OUTPUT_CRC,
    output reg DATA_IN,
    output reg READ_MODE,
    input CRC_OUT
);
    typedef enum {LOAD_DATA, CALC_CRC, SHIFT_IN_ZEROS, SHIFT_OUT_CRC, UPDATE_OUTPUT_CRC} state_t;
    logic [2:0] state, next_state;
    logic [15:0] data_buffer;
    logic [4:0] bit_counter;
    logic [15:0] calculated_crc;
    always_ff @(posedge CLK) begin
        if (!RESET_N) begin
            state <= LOAD_DATA;
            next_state <= LOAD_DATA;
            data_buffer <= 16'h0000;
            bit_counter <= 0;
            OUTPUT_CRC <= 16'h0000;
            DATA_IN <= 1'b0;
            READ_MODE <= 1'b0;
            bit_counter <= 5'b00000;
            calculated_crc <= 16'h0000;
        end else begin
            state <= next_state;
            case (state)
                LOAD_DATA: begin
                    READ_MODE <= 1'b0;
                    data_buffer <= INPUT_CRC;
                    next_state <= CALC_CRC;
                    calculated_crc <= 16'h0000;
                    bit_counter <= 5'd0;
                end
                CALC_CRC: begin
                    READ_MODE <= 1'b0;
                    DATA_IN <= data_buffer[15];
                    data_buffer <= {data_buffer[14:0], 1'b0};
                    if (bit_counter == 16) begin
                        next_state <= SHIFT_IN_ZEROS;
                        bit_counter <= 0;
                    end else begin
                        bit_counter <= bit_counter + 1;
                    end
                end
                SHIFT_IN_ZEROS: begin
                    READ_MODE <= 1'b0;
                    DATA_IN <= 1'b0;
                    bit_counter <= bit_counter + 1;
                    if  (bit_counter == 15) begin
                        next_state <= SHIFT_OUT_CRC;
                        bit_counter <= 0;
                    end
                end
                SHIFT_OUT_CRC: begin
                    READ_MODE <= 1'b1;
                    calculated_crc <= {calculated_crc[14:0], CRC_OUT};
                    bit_counter = bit_counter + 1;
                    if (bit_counter == 16) begin
                        next_state <= UPDATE_OUTPUT_CRC;
                        bit_counter <= 0;
                    end
                end
                UPDATE_OUTPUT_CRC: begin
                    READ_MODE <= 1'b0;
                    OUTPUT_CRC <= calculated_crc;
                    next_state <= LOAD_DATA;
                end
                default: next_state <= LOAD_DATA;
            endcase
        end
    end
endmodule
==> results.json <==
{
  "final-hold-violation-count": 0,
  "track_usage": 0.155,
  "postCtsSetupBuffers": 0,
  "fp_util": 0.416,
  "max_clock_freq_mhz": 463,
  "start_kind": "flip-flop",
  "pin_count": 37,
  "drive_above_1_share": 0.0920,
  "dieArea_um2": 7440,
  "grt_pass1_vias": 2037,
  "muxShareOfSynthArea": 0.0582,
  "cts_tree": "built",
  "dr.pass1.iters": 6,
  "die_y_um": 86.2,
  "wirelength_mm": 5.41,
  "synthSimpleGateAreaFrac": 0.180,
  "p_leak_nw": 1.31,
  "dr_wl_met3_um": 196,
  "path_clk_slew_ns": 0.07,
  "hold_buffers": 0,
  "insertion_delay_ns": 0.33,
  "finalMaxSlewViolations": 0,
  "async_reset_ff_frac": 0,
  "cp-endpoint": "next_state[0]",
  "synthCells": 305,
  "largest_area_cell": "dfxtp_1",
  "antenna_found_initial": 0,
  "dp.cells": 418,
  "instances_no_fill": 433,
  "ys_cells": 305,
  "worst-setup-path-type": "reg2reg",
  "cap_violations": 0,
  "gp_congestion": 0.858,
  "crit_top_cell": "ha_1",
  "fin_area_um2": 3410,
  "met2_length_mm": 2.38,
  "ff_latch_area_um2": 1220,
  "syn_to_final_growth_pct": 20.1,
  "hpwl_mm": 3.26,
  "vias_per_cell": 4.99,
  "wire_per_inst_um": 12.5,
  "worstPathArrival_ns": 2.38,
  "worst_slew_pin_slew_ns": 0.671,
  "netlist_area_um2": 2840,
  "placeableCoreArea_um2": 6830,
  "cts_resized": 0,
  "logic_area_um2": 1440,
  "fill_cells": 665,
  "cp_slowest_cell": "dfxtp_1",
  "diodes": 0,
  "startpoint": "bit_counter[0]",
  "topCombFamilyByArea": "AND-OR/OR-AND gates",
  "dr_total_vias": 2162,
  "r2r-end": "next_state[0]",
  "yosys_warnings": 1,
  "cts_made_buffers": 9,
  "edf_count": 0,
  "worstPathRequired_ns": 4.42,
  "timing.final.crit_period_ns": 2.16,
  "fin_util": 0.499,
  "cts-htree-levels": 3,
  "ys_sh_aoi": 0.251,
  "cp.depth": 7,
  "syn_avg_cell_area_um2": 9.31,
  "antenna_left": 0,
  "warnings": 27,
  "holdWs_ns": 0.454,
  "hp-class": "reg2reg",
  "vdd_drop_max_uv": 279,
  "row_count": 30,
  "cellPowerDensity_nw_per_um2": 355,
  "ys_types": 46,
  "cts_root_buf": "clkbuf_8",
  "highest_layer": "met4",
  "die_w_um": 86.2,
  "cpLargestDelayFamily": "simple AND/OR/NAND/NOR gates",
  "ys_seq_share": 0.430,
  "finalSetupViolCount": 0,
  "rsz0062_at_grt": "false",
  "io_buffers": 36,
  "ys_ff": 61,
  "grt_overflow_total": 0,
  "crit_fanout": 7,
  "outcome": "finished, final reports clean",
  "dpl_cell_area_um2": 3210,
  "ys_sh_xor": 0,
  "clock_sinks": 61,
  "clockBufferDepth": 2,
  "area_leaders": "dfxtp_1 (43%), nand2_1 (7.5%), mux2i_1 (5.3%)",
  "synth_top_area_share": 0.430,
  "yosys_most_used_dff": "dfxtp_1",
  "cp_num_buf_inv": 0,
  "ys_sh_adder": 0.0176,
  "drc": 0,
  "wl_met1_mm": 2.74,
  "end_kind": "flip-flop",
  "rr_worst_depth": 7,
  "drt_iter0_drc": 58,
  "fin_tns_setup_ns": 0,
  "relSlewSlack": 0.552,
  "grt_max_degree": 62,
  "skew_ns": 0.00740,
  "min_period_over_period": 0.514,
  "rr_startpoint": "bit_counter[0]",
  "worstPathCellList": "ha_1 > and3_1 > ha_1 > nand4b_1 > nor3_2 > o22a_2 > mux2_4",
  "slowest_delay_ns": 0.45,
  "r2r_slack_ns": 2.04,
  "grt_pass1_wl_mm": 9.07,
  "ys_chip_area_um2": 2840
}
-- cells by family after synthesis --
family	after synthesis
AND/OR/NAND/NOR	103
AND-OR/OR-AND	88
flip-flops	61
buffers and inverters	33
multiplexers	16
adder cells (fa/ha/maj)	4
-- cell type report --
cell class                 count  area share
multi-input combinational    211       0.423
sequential                    61       0.358
timing repair buffer          40       0.114
clock buffer                  11      0.0444
tap                           96      0.0352
clock inverter                 4      0.0139
inverter                      10      0.0110
-- state kept, by name (all words and copies together), names as in the netlist --
name,count
OUTPUT_CRC,16
calculated_crc,16
data_buffer,16
bit_counter,5
next_state,3
state,3
DATA_IN,1
READ_MODE,1
-- cells in the mapped netlist (4+ instances only) --
cell,count
mux2i_1,15
buf_6,4
o21ai_0,5
dfxtp_1,61
a22oi_1,17
a21boi_0,15
a21boi_1,4
nor2b_1,15
and2_1,6
ha_1,4
clkbuf_1,7
a22o_1,15
nor2_1,4
inv_1,9
nand2_1,57
buf_4,4
nand3_1,5
buf_2,8
o211a_1,15
-- layout by cell type, fill, tap and decap left out, types with 2 or more instances in the layout --
| master | netlist | routed |
|---|---|---|
| a21boi_1 | 4 | 4 |
| buf_4 | 4 | 4 |
| o21ai_0 | 5 | 5 |
| nand2_1 | 57 | 57 |
| nor2b_1 | 15 | 15 |
| o211a_1 | 15 | 15 |
| nor2_2 | 1 | 2 |
| nor3_1 | 2 | 2 |
| a21boi_0 | 15 | 15 |
| a22o_1 | 15 | 15 |
| nor2_1 | 4 | 3 |
| inv_1 | 9 | 9 |
| a21oi_1 | 2 | 2 |
| a211oi_1 | 3 | 3 |
| mux2i_1 | 15 | 15 |
| clkbuf_8 | 0 | 11 |
| a21o_1 | 2 | 2 |
| nand3_1 | 5 | 5 |
| nand2b_1 | 3 | 3 |
| dfxtp_1 | 61 | 61 |
| ha_1 | 4 | 4 |
| clkdlybuf4s50_1 | 0 | 36 |
| and2_1 | 6 | 6 |
| nand4bb_1 | 2 | 2 |
| a22oi_1 | 17 | 17 |
| clkinv_2 | 0 | 2 |
-- report_power, final --
part           internal (mW)  switching (mW)
combinational         0.0472          0.0407
sequential             0.592          0.0104
clock                  0.301           0.220
total                  0.940           0.272
-- metrics by stage --
stage / worst slack (ns) / power [mW]
floorplan: 2.23 / 0.677
global placement: 1.68 / 0.703
detailed placement: 1.66 / 0.704
CTS: 2.05 / 1.23
global route: 1.86 / 1.27
finish: 2.04 / 1.21
-- worst min-delay path, stage by stage, from the launching register on --
cell	delay, ns
dfxtp_1	0.31
nand2_1	0.05
a21boi_1	0.05
-- worst min path at each step --
stage | from | endpoint | slack, ns | cells after the start
global route | OUTPUT_CRC[8] | OUTPUT_CRC[8] | 0.49 | 2
CTS | OUTPUT_CRC[0] | OUTPUT_CRC[0] | 0.46 | 2
finish | OUTPUT_CRC[0] | OUTPUT_CRC[0] | 0.45 | 2
-- per-layer routing --
metal | GRT usage | vias up
met5 | 0 | -
met4 | 0.0212 | 0
met3 | 0.0338 | 7
met2 | 0.264 | 34
met1 | 0.213 | 991
li1 | - | 1130
Power and IR drop assume default switching activity.
