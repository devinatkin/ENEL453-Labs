$ cat /design/flow/design.v
`timescale 1ns/1ps
module pwm_module
#(parameter bit_width = 8)
(
input logic clk,                          
input logic rst_n,                        
input [bit_width-1:0] duty,               
input [bit_width-1:0] max_value,          
output logic pwm_out                      
);
logic [bit_width-1:0] counter;
always_ff @(posedge clk)
begin
    if (~rst_n) begin
        counter <= (bit_width)'('d0);
        pwm_out <= 1'b0;
    end else begin 
        if (counter == max_value) begin
            counter <= (bit_width)'('d0);
        end else begin
            counter <= counter + (bit_width)'('d1);
        end
        pwm_out <= (counter < duty);
    end
end
endmodule
module top_level (                       
    input clk,                           
    input rst,                           
    input [15:0] switches,               
    output logic led                     
);
localparam bit_width = 16;               
localparam max_value = 2**bit_width-1;   
logic rst_n;                             
logic [bit_width-1:0] duty;              
logic pwm_out;                           
  pwm_module #(
    .bit_width(bit_width)
  ) dut (
    .clk(clk),
    .rst_n(rst_n),
    .duty(duty),
    .max_value(max_value), 
    .pwm_out(pwm_out)
  );
assign rst_n = ~rst;                     
assign duty = switches;                  
assign led = pwm_out;                    
endmodule
$ cat /design/flow/run.sh
#!/bin/bash
# OpenROAD 26Q1-2900-gdf79404cd8, Yosys 0.63+post, stock flow scripts
make -C /OpenROAD-flow-scripts/flow DESIGN_CONFIG=/design/flow/config.mk WORK_HOME=/design/flow/orfs finish
$ cat /design/flow/config.mk
export PLATFORM = sky130hd
export DESIGN_NAME = top_level
export DESIGN_NICKNAME = top_level
export VERILOG_FILES = /design/flow/design.v
export SDC_FILE = /design/flow/constraint.sdc
export NUM_CORES = 4
export LEC_CHECK = 1
export CORE_AREA = 10 10 83 83
export DIE_AREA = 0 0 93 93
$ cat /design/flow/constraint.sdc
current_design top_level

set clk_period 4.4
set clk_io_pct 0.2

create_clock -name clk0 -period $clk_period [get_ports {clk}]

set non_clock_inputs [all_inputs -no_clocks]
set_input_delay [expr $clk_period * $clk_io_pct] -clock clk0 $non_clock_inputs
set_output_delay [expr $clk_period * $clk_io_pct] -clock clk0 [all_outputs]
==> flow_summary.yaml <==
# flow metrics
drt:
  drt_iter0_markers: 35
  remaining_drc_errors: 0
  drt-total-wl_um: 2360
  num_vias: 924
  ant_nets: 0
  vias_per_cell: 4.22
  num_antenna_cells: 0
  wl_per_cell_um: 10.8
  first_pass_iters: 4
power:
  p_leak_nw: 0.586
  p_per_area_nw_per_um2: 222
  ir_worst_vdd_uv: 147
  finalPower_uw: 312
hold_path:
  hold_class: "reg2reg"
  min_path_cells: 1
run:
  drv_cap: 0
  log.warning_count: 25
cells_and_area:
  area_delta_synth_final_pct: 25.9
  layout.cells.most_common_list: "18 x nor2_1, 18 x clkdlybuf4s50_1, 17 x dfxtp_1"
  finish.cell_count_without_fillers: 219
  drive_gt1_frac: 0.0671
floorplan:
  core-area_sq_um: 5140
  rows: 26
  initial_utilization: 0.217
  io-pin-count: 19
  dieWidth_um: 93
  die_y_um: 93
  die-area_sq_um: 8650
timing:
  clock.fmax_mhz: 423
  finalCritPeriodShare: 0.538
  tightest_slew_ns: 0.416
  hold_viol_final: 0
  fin_crit_ns: 2.37
  setup_violations: 0
  finClkSkew_ns: 0.00108
  rsz0062_at_grt: "no"
  tns_ns: 0
  slew_headroom: 0.716
  timing.final.ws_setup_ns: 2.03
  maxSlewViolCount: 0
clock_tree:
  cts_resized: 0
  clockBufferDepth: 2
  path_clk_slew_ns: 0.06
  ctsHtreeMaxLevel: 1
  clock.latency.late_pin_ns: 0.25
  cts.sinks: 17
  cts_tree: "yes"
  hold_buffers: 0
  postCtsSetupBuffers: 0
  cts_root_buf: "clkbuf_8"
  cts_made_buffers: 3
status:
  status: "finished clean"
global_route:
  antenna_found_initial: 0
  grt_use_total: 0.0561
  grt_max_degree: 12
  overflow: 0
  grt_pass1_wl_um: 4070
  first_global_vias: 873
setup_path:
  critical_path.startpoint_type: "input pin"
  crit_chain: "clkdlybuf4s50_1 -> inv_1 -> ha_1 -> and4_1 -> o21ai_0 -> or4_1 -> o2111a_1"
  worstSetupPathType: "in2reg"
  crit_arrival_ns: 2.51
  critical_path.max_stage_delay_ns: 0.47
  critPathRequiredTime_ns: 4.54
  crit_slowest_cell: "or4_1"
  crit_fanout: 3
  reg2regPathDepth: 5
  endpoint_kind: "register"
synthesis:
  ys_seq_share: 0.305
  syn_inst: 130
  yosys_warnings: 2
  syn_area_per_cell_sq_um: 8.59
  yosys-stat-cells: 130
  yosysChipArea_sq_um: 1120
  syn_area_sq_um: 1120
  synthDistinctLibCells: 29
  synth_flops: 17
place:
  place_inst: 215
  port_buffers: 18
  gp_congestion: 0.776
  pre_cts_ws_ns: 1.76
  dpl.hpwl_um: 1910
==> cells by family (layout without fill, tap and decap cells) <==
group,count (synthesis),in the layout,share of synthesized area
DFF,17,17,0.305
xor gates and xnor gates,13,13,0.102
adders and majority gates,16,16,0.179
AOI/OAI and AO/OA,16,16,0.0985
buffers and inverters,19,38,0.0750
and+or+nand+nor,49,49,0.241
==> cell type report <==
type,count,area [sq um]
clock buffers,4,45.0
repair buffers,18,180
multi-input cells,94,693
flip-flops and latches,17,340
inverters,16,60.1
well taps,70,87.6
fillers,572,3730
==> per-stage QoR <==
stage                     utilization  hold WS [ns]  instance area, sq um
after global routing            0.274         0.517                  1410
after CTS                       0.274         0.475                  1410
after detailed placement        0.265         0.461                  1360
final                           0.274         0.470                  1410
after floorplan                     -         0.436                  1120
after global placement          0.265         0.453                  1360
==> synth_stat cells <==
master / count / area share
nor2_1: 18 / 0.060
dfxtp_1: 17 / 0.30
ha_1: 16 / 0.18
inv_1: 16 / 0.054
xor2_1: 7 / 0.055
a21oi_1: 6 / 0.027
nand2_1: 6 / 0.020
nand4_1: 6 / 0.034
xnor2_1: 6 / 0.047
o21ai_0: 5 / 0.022
nand3_1: 3 / 0.013
and4_1: 2 / 0.016
and4_2: 2 / 0.018
and4_4: 2 / 0.020
nor2b_1: 2 / 0.011
nor3_1: 2 / 0.0090
nor4_1: 2 / 0.011
a2111oi_0: 1 / 0.0078
a31o_4: 1 / 0.016
a32o_1: 1 / 0.0090
and2_2: 1 / 0.0067
buf_6: 1 / 0.010
clkbuf_2: 1 / 0.0045
clkbuf_4: 1 / 0.0067
nand2b_1: 1 / 0.0056
nand3_2: 1 / 0.0090
o2111a_1: 1 / 0.010
o31ai_1: 1 / 0.0067
or4_1: 1 / 0.0067
==> flip-flops by register name, indices dropped and copies added (netlist names) <==
name and cells:
dut.pwm_out 1, dut.counter 16
==> per-layer routing <==
metal / up-vias / wire [um] / GRT usage
met1: 407 / 1230 / 0.0791
met3: 2 / 115 / 0.0178
met5: - / 0 / 0
met2: 25 / 991 / 0.0835
li1: 490 / - / -
met4: 0 / 23 / 0.00900
==> worst max-delay path, delay by kind of cell <==
kind | cells | cell delay (ns)
AOI/OAI and AO/OA | 2 | 0.19
adders and majority gates | 1 | 0.30
buffers and inverters | 2 | 0.49
and+or+nand+nor | 2 | 0.66
==> where the power goes <==
| group | internal (mW) | leakage, nW | switching [mW] | total (mW) |
|---|---|---|---|---|
| registers | 0.157 | 0.138 | 0.00315 | 0.160 |
| clock network | 0.0641 | 0.0228 | 0.0499 | 0.114 |
| logic | 0.0230 | 0.425 | 0.0150 | 0.0380 |
| total | 0.244 | 0.586 | 0.0680 | 0.312 |
==> worst paths after layout <==
| check | start | to | slack (ns) |
|---|---|---|---|
| setup reg to reg | dut.counter[9] | dut.pwm_out | 2.74 |
| hold reg to reg | dut.counter[0] | dut.counter[0] | 0.47 |
| setup / recovery | switches[7] | dut.pwm_out | 2.03 |
| hold / removal | dut.counter[0] | dut.counter[0] | 0.47 |
No activity file was given, so power comes from the tool's default toggle rates.
